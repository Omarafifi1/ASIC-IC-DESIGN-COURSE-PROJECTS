--- design.v ---
module bit16_alu(
    input [15:0]a,b,
    input [3:0]alu_fun,
    input clk,
    output reg [15:0]alu_out,
    output reg arith_flag,logic_flag,cmp_flag,shift_flag
);
reg [15:0]alu_out_reg;
always @(posedge clk ) begin
    alu_out<=alu_out_reg;
end
always @(*) begin
    arith_flag=0;
    logic_flag=0;
    cmp_flag=0;
    shift_flag=0;
    case (alu_fun)
        4'b0000:begin
            alu_out_reg=a+b;
            arith_flag=1'b1;
        end
        4'b0001:begin
            alu_out_reg=a-b;
            arith_flag=1'b1;
        end
        4'b0010:begin
            alu_out_reg=a*b;
            arith_flag=1'b1;
        end
        4'b0011:begin
            alu_out_reg= a / b;
            arith_flag=1'b1;
        end
        4'b0100:begin
            alu_out_reg= a & b;
            logic_flag=1'b1;
        end
        4'b0101:begin
            alu_out_reg= a | b;
            logic_flag=1'b1;
        end
        4'b0110:begin
            alu_out_reg= ~(a & b);
            logic_flag=1'b1;
        end
        4'b0111:begin
            alu_out_reg=~(a | b);
            logic_flag=1'b1;
        end
        4'b1000:begin
            alu_out_reg=(a ^ b);
            logic_flag=1'b1;
        end
        4'b1001:begin
            alu_out_reg=~(a ^ b);
            logic_flag=1'b1;
        end
        4'b1010:begin
            cmp_flag=1'b1;
            if(a==b)
            alu_out_reg=16'd1;
            else
            alu_out_reg=16'd0;
        end
        4'b1011:begin
            cmp_flag=1'b1;
            if(a>b)
            alu_out_reg=16'd2;
            else
            alu_out_reg=16'd0;
        end
        4'b1100:begin
            cmp_flag=1'b1;
            if(a<b)
            alu_out_reg=16'd3;
            else
            alu_out_reg=16'd0;
        end
        4'b1101:begin
            alu_out_reg= a>>1'b1;
            shift_flag=1'b1;
        end
        4'b1110:begin
            alu_out_reg = a<<1'b1;
            shift_flag=1'b1;
        end
        default:begin
            arith_flag=1'b0;
            logic_flag=1'b0;
            cmp_flag=1'b0;
            shift_flag=1'b0;
            alu_out_reg=16'd0; 
        end
    endcase
end
endmodule
--- run.sh ---
#!/bin/bash
# OpenROAD 26Q1-2900-gdf79404cd8, Yosys 0.63+post, stock flow scripts
make -C /OpenROAD-flow-scripts/flow DESIGN_CONFIG=/design/flow/config.mk WORK_HOME=/design/flow/orfs finish
--- config.mk ---
export PLATFORM = sky130hd
export DESIGN_NAME = bit16_alu
export DESIGN_NICKNAME = bit16_alu
export VERILOG_FILES = /design/flow/design.v
export SDC_FILE = /design/flow/constraint.sdc
export NUM_CORES = 4
export LEC_CHECK = 1
export CORE_UTILIZATION = 30
--- constraint.sdc ---
current_design bit16_alu

set clk_period 54.7
set clk_io_pct 0.2

create_clock -name clk0 -period $clk_period [get_ports {clk}]

set non_clock_inputs [all_inputs -no_clocks]
set_input_delay [expr $clk_period * $clk_io_pct] -clock clk0 $non_clock_inputs
set_output_delay [expr $clk_period * $clk_io_pct] -clock clk0 [all_outputs]
==> flow_summary.yaml <==
# flow metrics
layout:
  final_cell_mix: "236 x sky130_fd_sc_hd__ha_1, 201 x sky130_fd_sc_hd__nor2_1, 194 x sky130_fd_sc_hd__nand2_1"
  layout.area.seq_um2: 320
  fillerInstances: 4845
  post_route_cells_drive_above_1_share_pct: 6.29
  final_layout_top_logic_cell: "sky130_fd_sc_hd__ha_1"
  area_growth_syn_to_layout_pct: 10.3
  largest_reg_flops: 16
  comb_area_mm2: 0.0127
yosys:
  synthMuxAreaShare_pct: 2.90
  yosys-dominant-comb-family: "adder cells"
  number_of_cell_instances_after_yosys_synthesis: 1947
  synth_sequential_area_ratio_pct: 2.28
  synth_area_leader_cell: "sky130_fd_sc_hd__ha_1"
  synth.top_cell.area_share_pct: 21.0
  yosys.area_share.aoi_pct: 26.5
  synth_flops: 16
  synth_xor_xnor_area_share_pct: 6.72
  syn_avg_cell_area_um2: 7.23
  synth-warning-count: 1
  synth_adder_area_share_pct: 32.6
  async_s_r_ff_share_synth_pct: 0
  post_synthesis_instance_total: 1947
  synthTopCellsByArea: "sky130_fd_sc_hd__ha_1 21%, sky130_fd_sc_hd__fa_1 12%, sky130_fd_sc_hd__nor2_1 5.4%"
  synth.cellmix.simpleShare_pct: 21.3
  synth-edff-count: 0
  flop_cell: "sky130_fd_sc_hd__dfxtp_1"
  synthesis.area_mm2: 0.0141
  synth-area-yosys_mm2: 0.0141
  post_synth_num_cell_types: 92
final_timing:
  timing.final.max_slew_violations: 0
  timing.fmax_mhz: 24.3
  max-slew-margin-rel_pct: 35.0
  grt_setup_unrepaired: "no"
  finalSetupViolCount: 0
  final_period_minus_worst_setup_slack_ns: 41.21
  timing.final.hold_violations: 0
  fin_crit_sh_pct: 75.3
  setup-tns-final_ns: 0
  tightestPinTransition_ns: 0.970
  postLayoutSetupSlackWorst_ns: 13.49
drt:
  drc_errors: 0
  post_drt_wl_per_cell_um: 21.2
  initialDrtViolationCount: 1163
  antenna_diode_instance_count: 0
  dr_total_vias: 14700
  first_pass_iters: 6
  final_antenna_violating_net_count: 0
  wirelength_mm: 54.7
  routed_via_density: 5.69
min_path:
  min_path_cells: 6
  hold_class: "in2reg"
cts:
  tritoncts: "done"
  number_of_setup_buffers_added_after_cts: 0
  clock_tree.root_cell: "sky130_fd_sc_hd__clkbuf_16"
  cts_buffer_depth: 2
  tritoncts.num_buffers: 3
  cts.clk_slew.worst_paths_ns: 0.08
  cts_resized: 0
  cts_hold_buffers: 0
  cts_sinks: 16
  clock_tree.htree_level_count: 1
worst_setup_path:
  most_frequent_cell_on_the_critical_path: "sky130_fd_sc_hd__ha_1"
  worstPathArrival_ns: 41.35
  setup.worst_path.start_class: "input port"
  timing.critical_path.fanout_max: 18
  crit_path_top_delay_cell: "sky130_fd_sc_hd__clkdlybuf4s50_1"
  timing.critical_path.to_type: "flip-flop"
  slowest_delay_ns: 0.79
  worstSetupPathType: "in2reg"
  critical_path_required_ns: 54.84
global_routing:
  global_route.overflow_total: 0
  grt_start_max_net_pins: 49
  grt_pass1_vias: 14000
  number_of_antenna_violations_at_the_first_check_in_global_routing: 3
  track_usage_pct: 23.4
  grt_first_pass_wirelength_mm: 83.0
floorplanning:
  row_count: 79
  dieWidth_um: 219
  pin_count: 57
  design.core.area_mm2: 0.0465
  fp_util_pct: 30.3
  die.size.y_um: 219
  chip_area_mm2: 0.0478
placement:
  place.gp.congestion: 1.04
  port_buffer_count: 56
  dp_hpwl_mm: 42.4
  detailedPlace.worstSlack_ns: 13.87
flow_run:
  tool_warnings: 61
  drv_cap: 0
pwr:
  pwr_density_cell_mw_per_mm2: 24.6
  leakage_nw: 7.03
  ir_drop_uv: 36.4
outcome:
  status: "completed"
## worst max-delay path, delay by kind of cell
family / cells / cell delay [ns]
AOI/OAI and AO/OA: 58 / 16.56
and+or+nand+nor: 25 / 4.99
adders and majority gates: 15 / 4.77
muxes: 6 / 2.41
buffers and inverters: 6 / 1.56
## power by group
part / switching [mW] / internal [mW]
registers: 0.00156 / 0.0148
clock network: 0.00669 / 0.0112
logic: 0.198 / 0.149
total: 0.206 / 0.175
## logic make-up after synthesis
| logic type | after synthesis |
|---|---|
| AND-OR/OR-AND | 543 |
| adder cells (fa/ha/maj) | 318 |
| flip-flops | 16 |
| AND/OR/NAND/NOR | 647 |
| buffers and inverters | 278 |
| multiplexers | 37 |
| XOR/XNOR | 108 |
## path summary, 6_finish.rpt
check | from | endpoint | slack, ns
max | b[8] | alu_out[0]$_DFF_P_ | 13.49
min | alu_fun[1] | alu_out[1]$_DFF_P_ | 11.53
## routing by layer
metal | share of wire, % | vias to the layer above | global-route usage [%]
met3 | 9.0 | 126 | 5.61
met2 | 43 | 603 | 36.1
met1 | 44 | 6928 | 32.6
met4 | 3.2 | 4 | 6.25
met5 | 0.053 | - | 0
li1 | - | 7004 | -
## synthesized netlist by cell type, types with 19 or more instances
library cell	number
sky130_fd_sc_hd__nor2_1	201
sky130_fd_sc_hd__nand3_1	37
sky130_fd_sc_hd__ha_1	236
sky130_fd_sc_hd__nor3_1	64
sky130_fd_sc_hd__xor2_1	33
sky130_fd_sc_hd__a21o_1	41
sky130_fd_sc_hd__a21oi_1	129
sky130_fd_sc_hd__nor2b_1	26
sky130_fd_sc_hd__o21a_1	35
sky130_fd_sc_hd__o211ai_1	26
sky130_fd_sc_hd__xnor2_1	75
sky130_fd_sc_hd__fa_1	82
sky130_fd_sc_hd__or3_1	21
sky130_fd_sc_hd__mux2_2	22
sky130_fd_sc_hd__inv_1	185
sky130_fd_sc_hd__clkbuf_1	66
sky130_fd_sc_hd__nand2_1	194
sky130_fd_sc_hd__o21ai_0	100
sky130_fd_sc_hd__nand2b_1	19
## stage by stage
step	hold slack [ns]	power (mW)	utilization, %	std cells	cell area, um2
floorplan	11.18	0.267	-	1947	14100
global placement	11.60	0.360	33.2	2573	15400
detailed placement	11.60	0.360	33.2	2573	15400
CTS	11.51	0.381	33.4	2577	15500
global route	11.57	0.426	33.4	2577	15500
finish	11.53	0.382	33.4	2577	15500
## layout make-up
type                       count  area share (%)
multi-input combinational   1653            81.8
timing repair buffer         108            6.09
clock buffer                   4           0.572
inverter                     189            4.57
sequential                    16            2.06
tap                          607            4.89
No activity file was given, so power comes from the tool's default toggle rates.
