<file path="flow/design.v">
module parameterized_signed_alu #(parameter in_data_width=16,out_data_width=16,arith_out_data_width=32)(
input signed [in_data_width-1:0]A,B,
input clk,rst,
input [3:0]alu_fn,
output shift_flag,arith_flag,logic_flag,cmp_flag,carry_out,
output [out_data_width-1:0]shift_out,logic_out,cmp_out,
output signed[arith_out_data_width-1:0] arith_out
);
wire arith_enable,shift_enable,logic_enable,cmp_enable;
arith_unit dut0(
.A(A),
.B(B),
.clk(clk),
.rst(rst),
.arith_enable(arith_enable),
.alu_fn(alu_fn[1:0]),
.carry_out(carry_out),
.arith_flag(arith_flag),
.arith_out(arith_out)
);
logic_unit dut1(
.A(A),
.B(B),
.clk(clk),
.rst(rst),
.logic_enable(logic_enable),
.alu_fn(alu_fn[1:0]),
.logic_flag(logic_flag),
.logic_out(logic_out)
);
cmp_unit   dut2(
.A(A),
.B(B),
.clk(clk),
.rst(rst),
.cmp_enable(cmp_enable),
.alu_fn(alu_fn[1:0]),
.cmp_flag(cmp_flag),
.cmp_out(cmp_out)
);
shift_unit dut3(
.A(A),
.B(B),
.clk(clk),
.rst(rst),
.shift_enable(shift_enable),
.alu_fn(alu_fn[1:0]),
.shift_flag(shift_flag),
.shift_out(shift_out)
);
decoder dut4(
.alu_fn(alu_fn[3:2]),
.arith_enable(arith_enable),
.cmp_enable(cmp_enable),
.logic_enable(logic_enable),
.shift_enable(shift_enable)
);
endmodule
module arith_unit#(parameter in_data_width=16,out_data_width=32)(
input signed [in_data_width-1:0]A,B,
input clk,rst,arith_enable,
input [1:0]alu_fn,
output  carry_out,
output reg arith_flag,
output reg signed[out_data_width-1:0]arith_out
);
assign carry_out=arith_out[in_data_width];
always @(posedge clk , negedge rst) begin
    if(!rst)begin
        arith_flag<=0;
        arith_out<=0;
    end
    else if(arith_enable) begin
        arith_flag<=1;
    case (alu_fn)
        2'b00: arith_out<=A + B;
        2'b01: arith_out<=A - B;
        2'b10: arith_out<=A * B;
        2'b11: arith_out<=A / B;
    endcase
    end
    else begin
        arith_flag<=0;
        arith_out<=0;
    end
end
endmodule
module cmp_unit#(parameter in_data_width=16,out_data_width=16)(
input [in_data_width-1:0]A,B,
input clk,rst,cmp_enable,
input [1:0]alu_fn,
output reg cmp_flag,
output reg [out_data_width-1:0]cmp_out
);
always @(posedge clk , negedge rst) begin
    if(!rst)begin
        cmp_out<=0;
        cmp_flag<=0;
    end
    else if(cmp_enable) begin
        cmp_flag<=1;
    case (alu_fn)
        2'b00: cmp_out<=0;
        2'b01: cmp_out<=(A==B)?1:0;
        2'b10: cmp_out<=(A>B)?2:0;
        2'b11: cmp_out<=(A<B)?3:0;
    endcase
    end
    else begin
        cmp_out<=0;
        cmp_flag<=0;
    end
end
endmodule
module decoder(
input [1:0]alu_fn,
output reg arith_enable,cmp_enable,logic_enable,shift_enable
);
always @(*) begin
        arith_enable=0;
        logic_enable=0;
        cmp_enable=0;
        shift_enable=0;
    case (alu_fn)
       2'b00: arith_enable=1;
       2'b01: logic_enable=1;
       2'b10: cmp_enable=1;
       2'b11: shift_enable=1;
    endcase
end
endmodule
module logic_unit#(parameter in_data_width=16,out_data_width=16)(
input signed[in_data_width-1:0]  A,B,
input clk,rst,logic_enable,
input [1:0]alu_fn,
output reg logic_flag,
output reg [out_data_width-1:0]logic_out
);
reg logic_flag_next;
reg [out_data_width-1:0]logic_out_next;
always @(posedge clk , negedge rst) begin
    if(!rst)begin
        logic_out<=0;
        logic_flag<=0;
    end
    else begin
        logic_out<=logic_out_next;
        logic_flag<=logic_flag_next;
    end    
end
always @(*) begin
    if(logic_enable) begin
        logic_flag_next=1;
    case (alu_fn)
        2'b00: logic_out_next= A & B;
        2'b01: logic_out_next= A | B;
        2'b10: logic_out_next=~(A & B);
        2'b11: logic_out_next=~(A | B);
    endcase
    end
    else begin
        logic_flag_next=0;
        logic_out_next=0;
    end
end
endmodule
module shift_unit#(parameter in_data_width=16,out_data_width=16)(
input [in_data_width-1:0]A,B,
input clk,rst,shift_enable,
input [1:0]alu_fn,
output reg shift_flag,
output reg [out_data_width-1:0]shift_out
);
always @(posedge clk , negedge rst) begin
    if(!rst)begin
        shift_flag<=0;
        shift_out<=0;
    end
    else if(shift_enable) begin
        shift_flag<=1;
    case (alu_fn)
        2'b00: shift_out<=A>>1;
        2'b01: shift_out<=A<<1;
        2'b10: shift_out<=B>>1;
        2'b11: shift_out<=B<<1;
    endcase
    end
    else begin
        shift_flag<=0;
        shift_out<=0;
    end
end
endmodule
</file>
<file path="flow/constraint.sdc">
current_design parameterized_signed_alu

set clk_period 1.0
set clk_io_pct 0.2

create_clock -name clk0 -period $clk_period [get_ports {clk}]

set non_clock_inputs [all_inputs -no_clocks]
set_input_delay [expr $clk_period * $clk_io_pct] -clock clk0 $non_clock_inputs
set_output_delay [expr $clk_period * $clk_io_pct] -clock clk0 [all_outputs]
</file>
<file path="flow/run.sh">
#!/bin/bash
# OpenROAD 26Q1-2900-gdf79404cd8, Yosys 0.63+post, stock flow scripts
make -C /OpenROAD-flow-scripts/flow DESIGN_CONFIG=/design/flow/config.mk WORK_HOME=/design/flow/orfs finish
</file>
<file path="flow/config.mk">
export PLATFORM = sky130hd
export DESIGN_NAME = parameterized_signed_alu
export DESIGN_NICKNAME = parameterized_signed_alu
export VERILOG_FILES = /design/flow/design.v
export SDC_FILE = /design/flow/constraint.sdc
export NUM_CORES = 4
export LEC_CHECK = 1
export CORE_UTILIZATION = 40
</file>
==> Slide: Implementation Results <==
Key Metrics from the Run

Clock tree
  – Max clock buf depth: 2
  – CTS root buf: clkbuf_16
  – Cts bufs inserted: 9
  – Sink Count: roughly 70
  – H-tree levels: 3
  – CTS tree: yes
  – Reg clk slew, reported paths: 60 ps

Final timing
  – Setup TNS: -1933430 ps
  – Final Max Slew Viols: 0
  – Final worst path period share: 6062%
  – Hold slack: roughly 420 ps
  – Max Clk Rate: around 0.016 GHz
  – RSZ-0062 raised after global routing: true
  – Worst-Margin Slew: about 800 ps
  – Slew HR: 46.32%
  – Tmin final: between 60000 and 70000 ps
  – Final hold viol count: 0
  – Endpoints failing setup: roughly 140
  – Setup ws final: -59620 ps

GRT
  – GRT busiest layer: met2
  – Global Route Usage Sum: about 38%
  – Met1 Resource Use GR: roughly 50%
  – Pin count of the biggest net entering global routing: 29
  – First-pass GRT wire length: about 310000 um
  – Met2 GRT Util: between 50% and 60%
  – Gr ovfl total: 0
  – Vias in the first global route: ~53000
  – Antenna violations before repair: 5
  – Met3 Usage GRT: a little under a tenth

Min path
  – Hold_sp: alu_fn[1]
  – Hold EP: dut0.arith_out[15]
  – Worst min-delay path class: input pin to flip-flop
  – Hold Path Cell Cnt: 5

Yosys
  – Mapped Area: between 0.04 and 0.05 mm2
  – Async S/R FF share, synth: 100.0%
  – Number of enable flip-flop cells: 0
  – Synthesized area per cell: around 7.4 um2
  – Register share after synthesis: ~4%
  – Synth flops: 70
  – Ys Warns: 5
  – Gate Count Post-Synth: between 5000 and 6000
  – Ys cells: approximately 6000
  – Yosys stat chip area: 0.04431 mm2
  – Post-synthesis cell type count: 104
  – Commonest flop: dfrtp_1

Detailed routing
  – DR vias: around 57000
  – Detail-routed net length per standard cell: approximately 21 um
  – First DRT Iteration DRCs: 3967
  – First drt pass iteration count: 5
  – Vias per Instance: between 5 and 6
  – DRT antenna net count: 0
  – # DRC: 0
  – Final wirelength: approximately 220000 um

Placed design
  – Inst Count DP: ~10000
  – Number of port buffers: between 100 and 150
  – Gpl congestion: between 1 and 1.5
  – Post-DP HPWL: around 180000 um

Job
  – Tool warnings: 62
  – Max-Cap Viols: 0

Cells and area
  – Post-Layout Cell Count: roughly 10000
  – Final Util: approximately two thirds
  – Fillers: between 8000 and 9000
  – Layout cell share with drive strength beyond 1: 43.41%
  – Layout area overhead: 68.50%

Status
  – Failing checks: setup timing
  – Outcome: finished with violations

Setup path
  – CP Class: input pin to flip-flop
  – Largest fanout on the critical path: 11
  – Crit path required time: roughly 1200 ps
  – CP peak stage delay: about 520 ps
  – Arrival @ worst endpoint: a little over 60000 ps
  – Critical path's slowest cell: or4_4
  – Startpoint Class: input pin
  – Crit. End Element: flip-flop
  – Top cell by count, worst path: a21o_1

Floorplanning
  – Init Core Util: 40.53%
  – # IOs: ~120
  – Die Span X: roughly 330 um
  – Core area: between 0.1 and 0.15 mm2
  – Chip area: 0.1121 mm2
  – Std cell rows: ~120
  – Die y size: approximately 330 um
[routing by layer]
metal | share of wire (%) | vias up | wire length (um)
met5 | 0.037 | - | 81
met4 | 6.7 | 6 | 14490
met3 | 9.8 | 605 | 21180
met2 | 43 | 2396 | 92870
met1 | 41 | 26790 | 88220
li1 | - | 27060 | -
[placed cells by master (no fill, tap or decap), drive strengths merged, types with 54 or more instances in the layout]
cell type  Yosys  routed
and2          55      55
a21o         193     193
conb           2     166
o21ai        346     346
a21oi        412     412
a31oi         70      70
ha           662     662
a211oi        84      84
buf           56    2746
o211ai        65      65
nor3         153     153
fa           264     264
xnor2        289     289
nand2        610     610
o31ai         55      55
nor2b         62      62
dfrtp         70      70
nand4         58      58
or3           66      66
and3          54      54
nor2         584     584
o21a         137     137
mux2          59      59
nand2b        55      55
inv          466     470
nand3        115     115
xor2         147     147
[layout make-up]
| type | count | area [um2] | area share [%] |
|---|---|---|---|
| inverters | 479 | 1871 | 2.506 |
| clock buffers | 10 | 239.0 | 0.3201 |
| diodes | 1 | 2.502 | 0.003352 |
| multi-input cells | 5376 | 46150 | 61.82 |
| flip-flops and latches | 70 | 1769 | 2.370 |
| repair buffers | 2848 | 22700 | 30.41 |
| well taps | 1476 | 1847 | 2.474 |
| clock inverters | 6 | 75.07 | 0.1006 |
[logic make-up after synthesis]
kind of cell | after synthesis | share of synthesized area, %
compound gates | 1773 | 26.96
flops | 70 | 3.954
xor+xnor | 436 | 8.619
fa+ha+maj | 926 | 30.62
simple gates | 1959 | 20.52
other cells | 2 | 0.01695
mux | 116 | 3.211
buf+inv | 700 | 6.097
[registers in the layout (all words and copies together) (netlist names)]
register	cells
dut0.arith_flag	1
dut0.arith_out	32
dut1.logic_flag	1
dut1.logic_out	16
dut2.cmp_flag	1
dut2.cmp_out	2
dut3.shift_flag	1
dut3.shift_out	16
[Yosys cell counts, types with 59 or more instances]
master	number	area, um2
a211oi_1	83	623.1
a21o_1	193	1449
a21oi_1	412	2062
a31oi_1	70	437.9
clkbuf_1	164	615.6
dfrtp_1	70	1752
fa_1	264	5285
ha_1	662	8283
inv_1	464	1742
mux2_2	59	664.4
nand2_1	610	2290
nand3_1	115	575.6
nor2_1	583	2188
nor2b_1	62	387.9
nor3_1	152	760.7
o211ai_1	65	488.0
o21a_1	136	1021
o21ai_0	335	1677
or3_1	66	412.9
xnor2_1	289	2531
xor2_1	147	1287
[per-stage QoR]
| step | cell area (um2) | setup WS [ps] |
|---|---|---|
| 5_1_grt | 74660 | -61580 |
| 3_5_place_dp | 67830 | -62610 |
| 4_1_cts | 69840 | -60140 |
| 6_report | 74660 | -59620 |
| 3_3_place_gp | 67830 | -61910 |
| 2_1_floorplan | 48030 | -59470 |
[worst max-delay path: cells and delay by family]
family	cells	cell delay, ps
xor gates and xnor gates	1	230
and+or+nand+nor	82	14940
muxes	4	1270
AOI/OAI and AO/OA	151	30540
buffers and inverters	45	6210
adders and majority gates	31	7330
[repair_timing]
item,CTS,global route
setup endpoints to repair,141,155
pin swaps,128,411
gates cloned,1,6
resized,303,826
hold endpoints to repair,14,0
setup buffers,69,172
hold buffers,2,0
[how the worst max path moves through the flow]
stage                 startpoint                  to  slack (ps)  depth (start not counted)
final                      B[10]  dut0.arith_out[30]      -59620                        314
after global routing        B[0]  dut0.arith_out[30]      -61580                        324
after CTS                   B[0]  dut0.arith_out[24]      -60140                        309
